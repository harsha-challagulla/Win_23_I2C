[design.v]
module ALU(
  input logic [7:0] A, B,
  input logic Cin,
  output logic [7:0] Sum1,
  output logic [7:0] Sum2
);
  logic [8:0] TwoA;
  logic [9:0] FourB;
  logic [8:0] Cext;
  assign TwoA = A << 1;      
  assign FourB = B << 2;    
  assign Cext = Cin;
  assign {Sum2, Sum1} = TwoA + FourB + Cext;  
endmodule
[run.sh]
#!/bin/bash
# OpenROAD 26Q1-2900-gdf79404cd8, Yosys 0.63+post, stock flow scripts
make -C /OpenROAD-flow-scripts/flow DESIGN_CONFIG=/design/flow/config.mk WORK_HOME=/design/flow/orfs finish
[config.mk]
export PLATFORM = sky130hd
export DESIGN_NAME = ALU
export DESIGN_NICKNAME = ALU
export VERILOG_FILES = /design/flow/design.v
export SDC_FILE = /design/flow/constraint.sdc
export NUM_CORES = 4
export LEC_CHECK = 1
export CORE_AREA = 10 10 70 70
export DIE_AREA = 0 0 80 80
[constraint.sdc]
current_design ALU

set clk_period 5.9
set clk_io_pct 0.2

create_clock -name clk0 -period $clk_period

set non_clock_inputs [all_inputs -no_clocks]
set_input_delay [expr $clk_period * $clk_io_pct] -clock clk0 $non_clock_inputs
set_output_delay [expr $clk_period * $clk_io_pct] -clock clk0 [all_outputs]
==> metrics.csv <==
metric;value;unit
status;finished clean;
place_area;629.4;um2
fill_cells;399;
hold_buffers;0;
ys_seq_share;0;%
drv_cap;0;
drive_gt1_share;4.225;%
ys_cells;50;
syn_avg_cell_area;7.382;um2
wirelength;1171;um
yosys_warnings;0;
initCoreUtil;10.81;%
pin_count;33;
grt_max_degree;7;
worstPathRequired;4.72;ns
cts_setup_buffers;0;
start_kind;input pin;
syn_inst;50;
hold_ws;2.360;ns
synth_area;369.1;um2
timing.final.crit_period;4.464;ns
critPathMaxFanout;6;
drt_iter0_drc;0;
intPower;38.96;uW
ys_types;23;
n_sequential_cell;0;
n_antenna_cell;0;
p_leak;0.2539;nW
dp_hpwl;1115;um
ant_nets;0;
final_cell_area;629.4;um2
warnings;32;
final_max_slew_viol_count;0;
chipArea;0.006400;mm2
cpMaxStageDelayCell;clkdlybuf4s50_1;
wl_per_cell;10.01;um
instances_no_fill;117;
syn2layout_area_growth;70.51;%
critPathLaunch;A[5];
grt_pass1_vias;392;
holdCritStartpoint;Cin;
die_w;80;um
hold_viol_final;0;
coreArea;0.003416;mm2
critPathKind;in2out;
powerDensity;93.88;mW/mm2
drt_pass1_iterations;1;
postCtsResizedCells;0;
max_stage_delay;0.48;ns
power_switching;20.12;uW
clock_buffers;0;
fmax;0.2240;GHz
regArea;0;um2
arrival;3.28;ns
seqPwrFrac;0;%
power_frac_comb;100.0;%
critPathCaptureType;output pin;
rows;21;
grt_pass1_wl;1773;um
antenna_found_initial;0;
sw_frac_of_total;34.06;%
finalSetupTns;0;ns
rsz0062_at_grt;no;
clkPwrFrac;0;%
drc;0;
gp_congestion;0.7498;
fin_crit_sh;75.66;%
vias;389;
crit_path_frequent_cell;clkdlybuf4s50_1;
hp-class;in2out;
setup_viol;0;
yosysChipArea;369.1;um2
vdd_ir_drop_max;29.01;uV
fp.dieH;80;um
grt-ovfl-total;0;
crit_chain;clkdlybuf4s50_1, ha_1, a21oi_2, o21bai_2, or4_1, nand3_1, clkdlybuf4s50_1;
numPortBuffers;24;
fin_util;18.42;%
track_usage;3.396;%
dpl.cell_count;117;
avgViaCountPerCell;3.325;
==> critical path: cells and delay by family <==
family	cells	cell delay [ns]
fa+ha+maj	1	0.39
simple gates	2	0.55
compound gates	2	0.27
buf+inv	2	0.89
==> cells in the final DEF (no fill, tap or decap) <==
cell type         n
nor3b_1           1
nor2b_1           1
fa_1              1
a21oi_2           1
conb_1            5
a21oi_1           5
nand2_1           2
nor3_1            1
inv_1             5
o21bai_2          1
nor2_1            2
a221oi_1          1
nor4_1            1
a311o_2           1
o21ai_0           2
a31oi_1           1
ha_1              7
xnor2_1           2
xor2_1            2
clkdlybuf4s50_1  24
nand3_1           3
or4_1             1
a21boi_0          1
==> path summary, 6_finish.rpt <==
check / end / slack (ns) / depth (start not counted)
max: Sum2[1] / 1.44 / 7
min: Sum1[0] / 2.36 / 0
==> layer usage <==
layer / wire [um] / global-route usage (%) / up-vias / part of all wire (%)
li1: - / - / 208 / -
met1: 521 / 4.227 / 166 / 44
met2: 552 / 5.778 / 15 / 47
met3: 96 / 1.250 / 0 / 8.2
met4: 0 / 0 / 0 / 0
met5: 0 / 0 / - / 0
==> power by group through the flow <==
stage	combinational, mW	clock, mW	sequential, mW
CTS	0.0611	0	0
global route	0.0668	0	0
finish	0.0591	0	0
==> synth_stat cells (2+ instances only) <==
| cell type | n | area [um2] |
|---|---|---|
| buf_4 | 7 | 52.55 |
| ha_1 | 7 | 87.58 |
| a21oi_1 | 5 | 25.02 |
| inv_1 | 5 | 18.77 |
| nand3_1 | 3 | 15.01 |
| nand2_1 | 2 | 7.510 |
| nor2_1 | 2 | 7.510 |
| o21ai_0 | 2 | 10.01 |
| xnor2_1 | 2 | 17.52 |
| xor2_1 | 2 | 17.52 |
==> stage by stage <==
step	power, mW	worst slack (ns)
finish	0.05909	1.436
global placement	0.06044	1.431
CTS	0.06109	1.423
detailed placement	0.06061	1.437
global route	0.06678	1.295
floorplan	0.02657	2.435
==> logic make-up after synthesis <==
logic type,count (synthesis),share of synthesized area [%]
compound gates,13,24.07
simple gates,12,16.95
buf+inv,12,19.32
fa+ha+maj,8,29.15
xor+xnor,4,9.493
other cells,1,1.016
==> area by class of cell <==
cell class         instances  area, um2  share of cell area (%)
inverters                  5      18.77                   2.982
well taps                 46      57.56                   9.145
multi-input cells         42      312.8                   49.70
repair buffers            24      240.2                   38.17
No activity file was given, so power comes from the tool's default toggle rates.
